$ cat run.sh
#!/bin/bash
# OpenROAD 26Q1-2900-gdf79404cd8, Yosys 0.63+post, stock flow scripts
make -C /OpenROAD-flow-scripts/flow DESIGN_CONFIG=/design/flow/config.mk WORK_HOME=/design/flow/orfs finish
$ cat config.mk
export PLATFORM = sky130hd
export DESIGN_NAME = fifo_fe
export DESIGN_NICKNAME = fifo_fe
export VERILOG_FILES = /design/flow/design.v
export SDC_FILE = /design/flow/constraint.sdc
export NUM_CORES = 4
export LEC_CHECK = 1
export CORE_UTILIZATION = 40
$ cat constraint.sdc
current_design fifo_fe

set clk_period 11.9
set clk_io_pct 0.2

create_clock -name clk0 -period $clk_period [get_ports {clk}]

set non_clock_inputs [all_inputs -no_clocks]
set_input_delay [expr $clk_period * $clk_io_pct] -clock clk0 $non_clock_inputs
set_output_delay [expr $clk_period * $clk_io_pct] -clock clk0 [all_outputs]
$ cat design.v
module fifo_fl#(
  parameter DATA_WIDTH = 32,  
  parameter FIFO_LENGTH = 16,  
  parameter COUNTER_SIZE = $clog2(FIFO_LENGTH+1)  
  )(
  input clk,
  input rst,
  output fifo_empty,
  output fifo_full,
  output reg [COUNTER_SIZE-1:0] awaiting_count,  
  input [DATA_WIDTH-1:0] data_i,
  input push,  
  output [DATA_WIDTH-1:0] data_o,
  input drop  
  );
  reg [DATA_WIDTH-1:0] buffer[FIFO_LENGTH-1:0];
  reg [DATA_WIDTH-1:0] buffer_next[FIFO_LENGTH-1:0];
  integer i;
  assign fifo_empty = (awaiting_count == 0);
  assign fifo_full = (awaiting_count == FIFO_LENGTH);
  assign data_o = buffer[0];
  always@* begin  
    for (i = 0; i < (FIFO_LENGTH-1); i=i+1) begin
        buffer_next[i] = buffer[i+1];
      end
    buffer_next[FIFO_LENGTH-1] = (fifo_full & push) ? data_i : {DATA_WIDTH{1'b0}};
  end
  always@(posedge clk) begin  
    if(rst) begin
      awaiting_count <= {COUNTER_SIZE{1'b0}};
    end else begin
      if(push & ((~drop & ~fifo_full) | fifo_empty)) begin
        awaiting_count <= awaiting_count + {{COUNTER_SIZE-1{1'b0}},1'b1};
      end else if (drop & ~push & ~fifo_empty) begin
        awaiting_count <= awaiting_count - {{COUNTER_SIZE-1{1'b0}},1'b1};
      end
    end
  end
  always@(posedge clk) begin  
    if(rst) begin
      for (i = 0; i < FIFO_LENGTH; i=i+1) begin
        buffer[i] <= {DATA_WIDTH{1'b0}};
      end
    end else begin
      if(drop) begin
        for (i = 0; i < FIFO_LENGTH; i=i+1) begin
          buffer[i] <= (push & ((i+1) == awaiting_count)) ? data_i : buffer_next[i];
        end
      end else if(push & ~fifo_full) begin
        buffer[awaiting_count] <= data_i;
      end
    end
  end
endmodule
module fifo_fe#(
  parameter DATA_WIDTH = 32,  
  parameter FIFO_LENGTH = 16,  
  parameter COUNTER_SIZE = $clog2(FIFO_LENGTH+1)  
  )(
  input clk,
  input rst,
  output fifo_empty,
  output fifo_full,
  output reg [COUNTER_SIZE-1:0] awaiting_count,  
  input [DATA_WIDTH-1:0] data_i,
  input push,  
  output [DATA_WIDTH-1:0] data_o,
  input drop  
  );
  reg push_d, drop_d;
  wire push_posedge, drop_posedge;
  reg [DATA_WIDTH-1:0] buffer[FIFO_LENGTH-1:0];
  reg [DATA_WIDTH-1:0] buffer_next[FIFO_LENGTH-1:0];
  integer i;
  assign fifo_empty = (awaiting_count == 0);
  assign fifo_full = (awaiting_count == FIFO_LENGTH);
  assign data_o = buffer[0];
  always@(posedge clk) begin
    push_d <= push;
    drop_d <= drop;
  end
  assign drop_posedge = ~drop_d & drop;
  assign push_posedge = ~push_d & push;
  always@* begin  
    for (i = 0; i < (FIFO_LENGTH-1); i=i+1) begin
        buffer_next[i] = buffer[i+1];
      end
    buffer_next[FIFO_LENGTH-1] = (fifo_full & push_posedge) ? data_i : {DATA_WIDTH{1'b0}};
  end
  always@(posedge clk) begin  
    if(rst) begin
      awaiting_count <= {COUNTER_SIZE{1'b0}};
    end else begin
      if(push_posedge & ((~drop_posedge & ~fifo_full) | fifo_empty)) begin
        awaiting_count <= awaiting_count + {{COUNTER_SIZE-1{1'b0}},1'b1};
      end else if (drop_posedge & ~push_posedge & ~fifo_empty) begin
        awaiting_count <= awaiting_count - {{COUNTER_SIZE-1{1'b0}},1'b1};
      end
    end
  end
  always@(posedge clk) begin  
    if(rst) begin
      for (i = 0; i < FIFO_LENGTH; i=i+1) begin
        buffer[i] <= {DATA_WIDTH{1'b0}};
      end
    end else begin
      if(drop_posedge) begin
        for (i = 0; i < FIFO_LENGTH; i=i+1) begin
          buffer[i] <= (push_posedge & ((i+1) == awaiting_count)) ? data_i : buffer_next[i];
        end
      end else if(push_posedge & ~fifo_full) begin
        buffer[awaiting_count] <= data_i;
      end
    end
  end
endmodule
==> impl_metrics.csv <==
group,metric,value,unit
outcome,status,"finished, final reports clean",
cells_and_area,final_cell_mix,"edfxtp_1 (512), nand2_1 (172), nor2_1 (166)",
global_route,gr-total-overflow,0,
timing,min_period,5360,ps
detailed_routing,wl_met2,21.1,mm
floorplanning,io_pins,75,
detailed_routing,wl_met3,3.62,mm
timing,final-setup-viol-count,0,
floorplanning,coreArea,57700,um^2
worst_setup_path,slowest_stage,"nor4b_1",
power,combPwrFrac,13.2,%
clock_tree,cts_tree,"yes",
timing,worstMarginPinSlew,852,ps
detailed_routing,drt-total-wl,45.3,mm
clock_tree,clk_latency,580,ps
detailed_routing,vias_per_cell,5.39,
detailed_routing,first_pass_iters,5,
floorplanning,die-area,59300,um^2
floorplanning,row_count,88,
worst_setup_path,arrival,2980,ps
yosys,async_flop_share,0,%
worst_setup_path,max_stage_delay,750,ps
worst_setup_path,required,9520,ps
run,warnings,29,
timing,skew,17.0,ps
yosys,yosys-stat-area,23300,um^2
global_route,antenna_found_initial,0,
global_route,grt_max_degree,82,
detailed_routing,first_iter_violations,894,
floorplanning,die-width,244,um
hold_path,hold_depth,1,
worst_setup_path,r2r-start,"awaiting_count[0]",
run,max-cap-violations,0,
cells_and_area,stdcell_area,26200,um^2
place,dpl_cell_area,24700,um^2
worst_setup_path,reg2regPathDepth,10,
power,peakVddDrop,0.0000895,V
worst_setup_path,end_kind,"output pin",
timing,period_used_share,45.1,%
clock_tree,path_clk_slew,60,ps
global_route,grt_pass1_vias,13800,
worst_setup_path,start_kind,"register",
power,power,0.00429,W
global_route,grt_pass1_wl,74.2,mm
cells_and_area,lay_top_count,"edfxtp_1",
floorplanning,fp-utilization,40.5,%
clock_tree,cts-htree-levels,2,
detailed_routing,drc,0,
timing,finalMaxSlewViolations,0,
hold_path,hold_end,"buffer[7][24]",
global_route,grt_usage,16.5,%
detailed_routing,antenna_cells,0,
yosys,numSynthFlops,519,
clock_tree,clock_sinks,519,
worst_setup_path,crit_chain,"inv_1 > ha_1 > nor4b_1 > clkdlybuf4s50_1",
power,power_frac_seq,52.2,%
timing,fmax,186,MHz
floorplanning,die_h,244,um
place,gp_congestion,0.830,
yosys,synth_cells,1801,
detailed_routing,wire_per_inst,17.5,um
detailed_routing,vias,13900,
timing,rsz0062_at_grt,"no",
timing,setup_tns,0,ps
worst_setup_path,ff2ff_setup_slack,8090,ps
clock_tree,cts_root_buf,"clkbuf_16",
power,p_sw_share,25.3,%
cells_and_area,drive_above_1_share,8.90,%
place,dp_hpwl,28.5,mm
hold_path,worstHoldStart,"buffer[8][24]",
clock_tree,clock_path_buffers,3,
yosys,yosysUniqueCellTypes,50,
clock_tree,hold_buffers,0,
timing,slew_headroom,42.4,%
yosys,ys_warn_count,2,
place,io_buffers,74,
worst_setup_path,timing.rr.end,"buffer[5][16]",
cells_and_area,fill_cells,4927,
worst_setup_path,setup.worst_path.class,"reg2out",
cells_and_area,syn_to_final_growth,12.0,%
yosys,edf_count,512,
clock_tree,cts_setup_buffers,0,
yosys,yosysCellCount,1801,
yosys,flop_cell,"edfxtp_1",
power,p_per_area,164,nW/um^2
clock_tree,numCtsBuffers,53,
detailed_routing,dr.max_layer_used,"met4",
hold_path,worstHoldPathType,"reg2reg",
yosys,ys_seq_share,66.4,%
power,cellLeakagePower,9.97,nW
power,p_int,0.00321,W
power,clkPwrFrac,34.6,%
power,power_switching,0.00108,W
detailed_routing,ant_nets,0,
timing,hold_viol,0,
clock_tree,cts-resized-gates,0,
worst_setup_path,cp_max_fo,11,
yosys,synth.cell_area,23300,um^2
yosys,syn_area_per_cell,13.0,um^2
detailed_routing,wl_met1,19.8,mm
## per-layer routing
metal,global-route usage [%],vias up
li1,-,6801
met1,25.2,6649
met2,25.1,437
met3,5.81,54
met4,2.68,0
met5,0,-
## metrics by stage
step	utilization [%]	instances	setup WS (ps)	hold slack, ps
global placement	42.7	2497	6430	519
global route	45.3	2585	6410	542
detailed placement	42.7	2497	6310	518
CTS	45.3	2585	6550	534
floorplan	-	1801	7640	512
finish	45.3	2585	6540	526
## area by class of cell
| class | instances | area [um^2] | area share [%] |
|---|---|---|---|
| inverter | 5 | 18.8 | 0.0717 |
| sequential | 519 | 15500 | 59.3 |
| clock inverter | 26 | 146 | 0.560 |
| multi-input combinational | 1087 | 7070 | 27.0 |
| clock buffer | 62 | 1360 | 5.20 |
| tap | 765 | 957 | 3.66 |
| timing repair buffer | 121 | 1090 | 4.17 |
## cell usage after synthesis (4+ instances only)
master	count	area [um^2]
nor2b_1	6	37.5
inv_1	4	15.0
a32oi_1	33	289
edfxtp_1	512	15400
buf_4	15	113
mux2i_1	130	1300
buf_6	4	45.0
dfxtp_1	7	140
nand3_1	108	541
clkbuf_1	122	458
a32o_1	65	651
a22o_1	128	1120
nor2_1	167	627
buf_1	4	15.0
nand2_1	173	649
ha_1	6	75.1
and2_1	72	450
buf_2	44	220
a31o_2	11	96.3
a21oi_1	143	716
## how the worst max path moves through the flow
stage / start / to / slack [ps] / cells past startpoint
after CTS: awaiting_count[0] / fifo_empty / 6550 / 4
after global routing: awaiting_count[0] / fifo_empty / 6410 / 4
final: awaiting_count[0] / fifo_empty / 6540 / 4
## state kept, by name, summed over array words and instances, names as in the netlist
signal,count
push_d,1
drop_d,1
awaiting_count,5
buffer,512
## worst max-delay path, delay by kind of cell, from the launching register on
family | cells | cell delay, ps
buffers and inverters | 2 | 790
AND/OR/NAND/NOR | 1 | 750
adder cells (fa/ha/maj) | 1 | 470
flip-flops | 1 | 400
## power by group through the flow
stage	Clock [W]	Sequential, W	Combinational (W)
final	0.00148	0.00224	0.000566
after CTS	0.00153	0.00224	0.000571
after global routing	0.00159	0.00225	0.000629
## cells by family (layout without fill, tap and decap cells)
logic type	Yosys count	in the layout	share of synthesized area (%)
DFF	519	519	66.4
xor gates and xnor gates	2	2	0.0750
and+or+nand+nor	550	550	10.8
AOI/OAI and AO/OA	399	399	13.0
adders and majority gates	6	6	0.322
muxes	130	130	5.57
buffers and inverters	195	214	3.75
Power and IR drop assume default switching activity.
