### flow/run.sh
#!/bin/bash
# OpenROAD 26Q1-2900-gdf79404cd8, Yosys 0.63+post, stock flow scripts
make -C /OpenROAD-flow-scripts/flow DESIGN_CONFIG=/design/flow/config.mk WORK_HOME=/design/flow/orfs finish
### flow/config.mk
export PLATFORM = sky130hd
export DESIGN_NAME = fifo_ce
export DESIGN_NICKNAME = fifo_ce
export VERILOG_FILES = /design/flow/design.v
export SDC_FILE = /design/flow/constraint.sdc
export NUM_CORES = 4
export LEC_CHECK = 1
export CORE_UTILIZATION = 40
### flow/constraint.sdc
current_design fifo_ce

set clk_period 33.6
set clk_io_pct 0.2

create_clock -name clk0 -period $clk_period [get_ports {clk}]

set non_clock_inputs [all_inputs -no_clocks]
set_input_delay [expr $clk_period * $clk_io_pct] -clock clk0 $non_clock_inputs
set_output_delay [expr $clk_period * $clk_io_pct] -clock clk0 [all_outputs]
### flow/design.v
module fifo_cl#(
  parameter DATA_WIDTH = 32,  
  parameter FIFO_DEPTH = 64  
  )(
  input clk,
  input rst,
  output fifo_empty,
  output fifo_full,
  output reg [$clog2(FIFO_DEPTH):0] awaiting_count,  
  input [DATA_WIDTH-1:0] data_i,
  input push,  
  output [DATA_WIDTH-1:0] data_o,
  input drop  
  );
  localparam FIFO_LENGTH_SIZE = $clog2(FIFO_DEPTH);
  localparam FIFO_DEPTH_POW2 = ((FIFO_DEPTH & (FIFO_DEPTH - 1)) == 0);
  localparam WRITE_PTR_SUM_SIZE = FIFO_DEPTH_POW2 ? FIFO_LENGTH_SIZE - 1 : FIFO_LENGTH_SIZE;
  reg [DATA_WIDTH-1:0] buffer[FIFO_DEPTH-1:0];
  reg  [FIFO_LENGTH_SIZE-1:0]  read_ptr;
  wire [FIFO_LENGTH_SIZE-1:0]  read_ptr_overflow = FIFO_DEPTH_POW2 ? 0 : read_ptr == (FIFO_DEPTH-1);
  wire [WRITE_PTR_SUM_SIZE:0]      write_ptr_pre = awaiting_count[FIFO_LENGTH_SIZE-1:0] + read_ptr;
  wire write_ptr_overflow = FIFO_DEPTH_POW2 ? 0 : write_ptr_pre > (FIFO_DEPTH-1);
  wire [FIFO_LENGTH_SIZE-1:0] write_ptr = write_ptr_overflow ? write_ptr_pre - FIFO_DEPTH : write_ptr_pre;
  always@(posedge clk) begin
    if(rst) begin
      read_ptr <= 0;
    end else begin
      read_ptr <= (~fifo_empty & drop) ? 
                     read_ptr_overflow ? 0 : read_ptr + 1 
                                           : read_ptr;
    end
  end
  always@(posedge clk) begin
    if(rst) begin
      awaiting_count <= 0;
    end else begin
      if(~fifo_full & ~drop & push) begin
        awaiting_count <= awaiting_count + 1;
      end else if(~fifo_empty & drop & ~push) begin
        awaiting_count <= awaiting_count - 1;
      end
    end
  end
  assign fifo_empty = (awaiting_count == 0);
  assign fifo_full  = (awaiting_count == FIFO_DEPTH);
  assign data_o = buffer[read_ptr];
  always@(posedge clk) begin
    if(~fifo_full & push) begin
      buffer[write_ptr] <= data_i;
    end
  end
endmodule
module fifo_ce#(  
  parameter DATA_WIDTH = 32,  
  parameter FIFO_DEPTH = 64  
  )(
  input clk,
  input rst,
  output fifo_empty,
  output fifo_full,
  output reg [$clog2(FIFO_DEPTH):0] awaiting_count,  
  input [DATA_WIDTH-1:0] data_i,
  input push,  
  output [DATA_WIDTH-1:0] data_o,
  input drop  
  );
  reg push_d, drop_d;
  always@(posedge clk) begin
    push_d <= push;
    drop_d <= drop;
  end
  wire push_posedge = ~push_d & push;
  wire drop_posedge = ~drop_d & drop;
  fifo_cl #(.DATA_WIDTH(DATA_WIDTH), .FIFO_DEPTH(FIFO_DEPTH))
      fifo(.clk(clk), .rst(rst),
           .fifo_empty(fifo_empty), .fifo_full(fifo_full), .awaiting_count(awaiting_count),
           .data_i(data_i), .push(push_posedge),
           .data_o(data_o), .drop(drop_posedge));
endmodule
==> impl_table.tex <==
% Auto-generated results table
\begin{tabular}{lr}
\hline
Metric & Value \\
\hline
\multicolumn{2}{l}{\textbf{Status}} \\
\quad Status & complete, no violations \\
\multicolumn{2}{l}{\textbf{Die}} \\
\quad Starting Density & around two fifths \\
\quad Die Span X & 446 um \\
\quad I/O pin total & 77 \\
\quad Y dimension of the die & 446 um \\
\quad Placement Rows & 162 \\
\quad Standard cell core area & 195,000 um2 \\
\quad DIE AREA & 199,000 um2 \\
\multicolumn{2}{l}{\textbf{Placement}} \\
\quad Input/output buffers & 76 \\
\quad Gp weighted congestion & 0.845 \\
\quad Placement Cell Area & 83,900 um2 \\
\quad Cells after DPL & 6,155 \\
\quad Post-Place Worst Slack & roughly 21 ns \\
\quad HPWL after detailed placement & 111,000 um \\
\multicolumn{2}{l}{\textbf{Logic synthesis}} \\
\quad Area share of the leading cell type in the synthesized netlist & 77.9\% \\
\quad EDFF count, synth & 2,048 \\
\quad Post-synthesis cell count & 3,438 \\
\quad Share of flip-flops with an asynchronous set or reset after synthesis & 0\% \\
\quad Biggest area cells & sky130\_fd\_sc\_hd\_\_edfxtp\_1 (78\%), sky130\_fd\_sc\_hd\_\_mux4\_2 (15\%), sky130\_fd\_sc\_hd\_\_mux2i\_1 (1.2\%) \\
\quad Netlist cell types & 40 \\
\quad Sequential-to-total area share from yosys stat & 78.5\% \\
\quad Netlist area before placement & roughly 80,000 um2 \\
\quad Largest area contributor in the synthesized netlist & sky130\_fd\_sc\_hd\_\_edfxtp\_1 \\
\quad Yosys-reported design area after synthesis & 78,900 um2 \\
\quad Count of yosys warnings during synthesis & 2 \\
\quad Ys cells & 3,438 \\
\quad Average cell area after synthesis & 23.0 um2 \\
\quad Commonest register cell after synthesis & sky130\_fd\_sc\_hd\_\_edfxtp\_1 \\
\quad Register bit count reported by yosys & 2,069 \\
\multicolumn{2}{l}{\textbf{Clocking}} \\
\quad Buffers inserted by post-CTS timing repair & 0 \\
\quad Total clock buffers created by CTS & just over 200 \\
\quad Clk ins delay skew pair & just over 0.8 ns \\
\quad Number of clock sinks seen by CTS & 2,069 \\
\quad Clk Tree Root Cell & sky130\_fd\_sc\_hd\_\_clkbuf\_16 \\
\quad TritonCTS clock tree & yes \\
\quad Worst-path clk slew & approximately 0.060 ns \\
\quad Number of H-tree levels & 4 \\
\quad Buffers from clock root to sink, at most & 3 \\
\quad Number of buffers inserted by hold repair at cts & 0 \\
\quad Resized Gates After CTS & 0 \\
\multicolumn{2}{l}{\textbf{STA}} \\
\quad Peak Freq & 78.7 MHz \\
\quad Final setup margin & 20.89 ns \\
\quad Pin slew with the least headroom to its limit & 0.996 ns \\
\quad Sum Neg Setup Slack & 0 ns \\
\quad Final worst clock skew & approximately 0.026 ns \\
\quad Worst slew margin relative to its limit & 33.5\% \\
\quad Max Slew Vio Count & 0 \\
\quad Final worst path period share & between 30\% and 40\% \\
\quad Count of final hold-check violations & 0 \\
\quad RSZ-0062 raised after global routing & false \\
\quad Post-route minimum period & 12.71 ns \\
\quad Final-report setup violation count & 0 \\
\multicolumn{2}{l}{\textbf{Critical path}} \\
\quad Highest-delay cell along the critical path & sky130\_fd\_sc\_hd\_\_buf\_4 \\
\quad Number of cells on the worst reg-to-reg path & 9 \\
\quad Sort of element at the end of the critical path & output pin \\
\quad WS Path Type & flop to output pin \\
\quad Crit path DRT & 26.88 ns \\
\quad Slowest Stage Delay on Critical Path & 0.71 ns \\
\quad Sort of element at the start of the critical path & flop \\
\quad Register-to-register path setup slack & 29.35 ns \\
\quad Worst Path Max Fanout & 35 \\
\quad Cell Chain, Critical Path & buf\_4, buf\_4, buf\_4, buf\_4, mux4\_2, mux2\_2, a221oi\_1, nand2\_1, clkdlybuf4s50\_1 \\
\quad WP data arrival & between 5 and 6 ns \\
\quad Most common cell type on the critical path & sky130\_fd\_sc\_hd\_\_buf\_4 \\
\multicolumn{2}{l}{\textbf{Routing}} \\
\quad Wire per inst & 30.8 um \\
\quad Iteration-0 DRC Markers & 2,383 \\
\quad Final routed wirelength across all metal layers & approximately 200,000 um \\
\quad Per-cell via count in the routed design & 5.70 \\
\quad First drt pass iteration count & 5 \\
\quad Antenna violation net count after detailed routing & 0 \\
\quad Remaining routing DRC violations & 0 \\
\quad Via total after detailed routing & 37,200 \\
\multicolumn{2}{l}{\textbf{Power and ir drop}} \\
\quad Final Total Pwr & approximately 5.6 mW \\
\quad Power density normalized to cell area & 62.4 nW/um2 \\
\quad Clock share of power & 38.0\% \\
\quad Relative contribution of combinational cells to total power & 10.7\% \\
\quad Flop pwr share & a little over 50\% \\
\quad Switching share of power & a little under a quarter \\
\quad VDD IR-drop max & 0.0418 mV \\
\quad Switching Power & approximately 1.3 mW \\
\quad Internal power consumption & 4.36 mW \\
\quad Static power due to leakage & 27.1 nW \\
\multicolumn{2}{l}{\textbf{Finish}} \\
\quad Finished Layout Cells & 6,529 \\
\quad Final standard cell area without fillers & 90,100 um2 \\
\quad Ratio of cells with drive above 1 in the final layout & roughly 28\% \\
\quad Synthesis-to-layout area growth & 14.2\% \\
\multicolumn{2}{l}{\textbf{Global routing}} \\
\quad Global-route total usage across every layer & between 20\% and 30\% \\
\quad GRT overflow & 0 \\
\quad Antenna violations before repair & 4 \\
\quad Pin count of the biggest net entering global routing & 89 \\
\quad First-pass GRT wire length & 290,000 um \\
\quad Number of global-route vias before repair & between 40,000 and 50,000 \\
\multicolumn{2}{l}{\textbf{Job}} \\
\quad Number of warnings in the stage logs & 26 \\
\quad MaxCap Viol Count & 0 \\
\multicolumn{2}{l}{\textbf{Hold path}} \\
\quad Cell depth of the worst min-delay path & 1 \\
\quad Worst Hold Class & flop to flop \\
\hline
\end{tabular}
## worst paths after layout
check                                 startpoint                             endpoint
max                                         flop                            data_o[5]
min          fifo.awaiting_count[6]$_SDFFE_PP0P_  fifo.awaiting_count[6]$_SDFFE_PP0P_
max reg2reg  fifo.awaiting_count[0]$_SDFFE_PP0P_         fifo.buffer[47][2]$_DFFE_PP_
min reg2reg  fifo.awaiting_count[6]$_SDFFE_PP0P_  fifo.awaiting_count[6]$_SDFFE_PP0P_
## state kept, by name, summed over array words and instances (netlist names), named ones only
name,count
fifo.awaiting_count,7
fifo.buffer,2048
push_d,1
drop_d,1
fifo.read_ptr,6
## critical path: cells and delay by family (launching register included)
kind	cells	cell delay (ns)
mux	2	0.85
buf+inv	5	3.08
flops	1	0.68
simple gates	1	0.15
compound gates	1	0.30
## synthesized netlist by cell type (all sizes together) (14+ instances only)
| cell | instances |
|---|---|
| o22ai | 41 |
| o221ai | 32 |
| o21ai | 29 |
| nand2 | 54 |
| mux4 | 512 |
| nor2 | 140 |
| buf | 108 |
| nor3 | 14 |
| dfxtp | 21 |
| a221oi | 55 |
| a21oi | 76 |
| edfxtp | 2048 |
| a22o | 36 |
| clkbuf | 63 |
| mux2i | 96 |
| mux2 | 16 |
## kinds of logic (layout without fill, tap and decap cells)
logic type	count (synthesis)	after routing	synth area share [%]
AND/OR/NAND/NOR	247	247	1.32
adder cells (fa/ha/maj)	13	13	0.225
buffers and inverters	175	641	1.15
multiplexers	624	624	16.1
AND-OR/OR-AND	293	293	2.60
flip-flops	2069	2069	78.5
XOR/XNOR	17	17	0.189
other	0	1	0
## final cells by class
class                   count  area (um2)
fillers                 15900      105000
flip-flops and latches   2069       61900
multi-input cells        1194       16600
clock buffers             265        5470
well taps                2624        3280
repair buffers            264        2100
clock inverters           108         731
inverters                   4        15.0
diodes                      1        2.50
## layer usage
metal	vias to the layer above	share of wire [%]	GRT usage, %
met2	2701	47	32.9
met1	18800	31	26.8
met3	318	18	18.0
li1	15400	-	-
met4	7	3.7	6.58
met5	-	0.078	0.611
## per-stage QoR
stage	hold WS (ns)	utilization [%]
finish	0.584	46.1
global route	0.607	46.1
CTS	0.583	46.1
detailed placement	0.569	43.0
global placement	0.577	42.9
floorplan	0.476	-
## power by group through the flow
stage                 clock (mW)  combinational (mW)  sequential, mW
after CTS                   2.17               0.619            2.89
after global routing        2.27               0.650            2.89
final                       2.14               0.602            2.89
## placed cells by master, fill, tap and decap left out, types with 8 or more instances in the layout
cell	instances
sky130_fd_sc_hd__nor2_1	74
sky130_fd_sc_hd__buf_2	32
sky130_fd_sc_hd__mux2_2	16
sky130_fd_sc_hd__clkbuf_16	210
sky130_fd_sc_hd__o221ai_1	32
sky130_fd_sc_hd__buf_4	181
sky130_fd_sc_hd__a211oi_1	13
sky130_fd_sc_hd__nor3_1	14
sky130_fd_sc_hd__clkinv_1	52
sky130_fd_sc_hd__nand2b_1	9
sky130_fd_sc_hd__bufinv_16	8
sky130_fd_sc_hd__clkinv_2	35
sky130_fd_sc_hd__mux4_2	512
sky130_fd_sc_hd__clkdlybuf4s50_1	44
sky130_fd_sc_hd__o22ai_1	41
sky130_fd_sc_hd__nand2_1	54
sky130_fd_sc_hd__xor2_1	9
sky130_fd_sc_hd__ha_1	11
sky130_fd_sc_hd__a221oi_1	55
sky130_fd_sc_hd__nor2_4	66
sky130_fd_sc_hd__xnor2_1	8
sky130_fd_sc_hd__clkbuf_1	54
sky130_fd_sc_hd__mux2i_1	96
sky130_fd_sc_hd__a21oi_1	76
sky130_fd_sc_hd__o21ai_0	26
sky130_fd_sc_hd__edfxtp_1	2048
sky130_fd_sc_hd__a22o_1	36
sky130_fd_sc_hd__dfxtp_1	17
Power and IR drop assume default switching activity.
